==> /design/flow/design.v <==
`timescale 1ns / 1ps
module AssignALUInput(
input [31:0] rs,
		input [31:0] rt,
		input [4:0] shamt,
		input [15:0] imm,
		input [5:0] opcode,
		output reg [31:0] inp1,
		output reg [31:0] inp2
    );
reg [1:0]code;
reg [3:0]funcode;
always @(*)
	begin
		code=opcode[5:4];
		funcode=opcode[3:0];
				if(funcode==4'd0 | funcode==4'd2 | funcode==4'd3 | funcode==4'd4| funcode==4'd6 | funcode==4'd7 | funcode==4'd10 | funcode==4'd11 |funcode==4'd13 )
					begin
					inp1=rs;
					inp2=rt;
					end
				else if(funcode==4'd8|funcode==4'd9|funcode==4'd12)   
					begin
					inp1=rs;
					inp2={27'b0,shamt};
					end
				else if(opcode==6'd1 | opcode==6'd5)      
				begin
					inp1=rs;
					if(imm[15]==1'b1)
						inp2={16'b1111111111111111,imm};
					else inp2={16'b0000000000000000,imm};
				end
				else                  
				begin
					inp1=0;
					inp2=0;
				end
	end
endmodule
==> /design/flow/run.sh <==
#!/bin/bash
# OpenROAD 26Q1-2900-gdf79404cd8, Yosys 0.63+post, stock flow scripts
make -C /OpenROAD-flow-scripts/flow DESIGN_CONFIG=/design/flow/config.mk WORK_HOME=/design/flow/orfs finish
==> /design/flow/config.mk <==
export PLATFORM = sky130hd
export DESIGN_NAME = AssignALUInput
export DESIGN_NICKNAME = AssignALUInput
export VERILOG_FILES = /design/flow/design.v
export SDC_FILE = /design/flow/constraint.sdc
export NUM_CORES = 4
export LEC_CHECK = 1
export CORE_AREA = 10 10 90 90
export DIE_AREA = 0 0 100 100
==> /design/flow/constraint.sdc <==
current_design AssignALUInput

set clk_period 3.1
set clk_io_pct 0.2

create_clock -name clk0 -period $clk_period

set non_clock_inputs [all_inputs -no_clocks]
set_input_delay [expr $clk_period * $clk_io_pct] -clock clk0 $non_clock_inputs
set_output_delay [expr $clk_period * $clk_io_pct] -clock clk0 [all_outputs]
==> reports/results.ini <==
[outcome]
status=finished clean

[routing]
via_per_inst=4.11
drt_wl_total_mm=5.83
wl_per_cell_um=15.5
antenna_left=0
vias=1545
dr.pass1.iters=4
drt_iter0_drc=35
drc=0

[final_layout]
fillers=622
flop_area_um2=0
nFlopsAndLatches=0
finalNonFillerCells=376
area_delta_synth_final_pct=207
fin_util_pct=41.8
clockBufferCount=0
drive_above_1_share_pct=7.72

[grt]
gr-usage-all-layers_pct=9.96
first_global_vias=1532
grt-ovfl-total=0
grt_pass1_wl_mm=8.25
grt_max_degree=23
antenna_found_initial=1

[pwr]
finalPower_mw=0.358
powerDensity_nw_per_um2=136
p_leak_nw=1.08
max-vdd-ir-drop_mv=0.0612

[synth]
yosysSeqAreaShare_pct=0
syn_inst=141
netlist_area_um2=855
yosys-top-cells-area=and2_1 (24%), a22o_1 (10%), inv_1 (7.5%), a2111o_1 (6.6%), a21oi_1 (5.9%)
yosys-top-cells-count=and2_1 (33), inv_1 (17), a21oi_1 (10), a22o_1 (10), o21ai_1 (10)
synth_cell_types=23
yosys_area_um2=855
synth.largest_area_cell=and2_1
ys_cells=141
syn_area_per_cell_um2=6.06
yosysWarnings=1
top_area_share_pct=24.2
synth.most_common_cell=and2_1

[run]
drv_cap=0
tool_warnings=33

[die]
core_um2=6280
fp-utilization_pct=13.6
rows=29
die_area_um2=10000
io_pins=155
die_w_um=100
die_h_um=100

[setup_path]
path_buffers=3
cpPeakStageDelay_ns=0.48
path_depth=6
cpLargestDelayFamily=buffers and inverters
critical_path_class=primary input to primary output
cp-end-kind=primary output
cp.required_ns=2.48
arrival_ns=2.39
path_cells=clkdlybuf4s50_1, or2_2, a32oi_2, buf_2, and2_1, clkdlybuf4s50_1
crit_path_frequent_cell=clkdlybuf4s50_1
crit_slowest_cell=clkdlybuf4s50_1
start_kind=primary input
crit_path_max_fanout=11

[timing]
finalSetupViolations=0
maxSlewViolCount=0
maxSlewHeadroom_pct=76.2
worst_slew_pin_slew_ns=0.357
finalCritPeriodShare_pct=97.1
fmax_mhz=332
rsz0062_at_grt=true
timing.hold.ws_ns=2.14
timing_hold_violations_final=0
min_period_ns=3.01
fin_setup_tns_ns=0

[placement]
hpwlAfterDp_mm=4.90
dp.cells=372
portBuffers=155
place_congestion=0.778

[clock_network]
hold_buffers=0
post_cts_buffers=0

[worst_hold_path]
hold_path_depth=4
hp-class=primary input to primary output

[cell type report]
class,count,area (um^2),share of cell area [%]
Inverter,17,63.8,2.43
Multi-Input combinational cell,113,790,30.1
Antenna cell,1,2.50,0.0954
Timing Repair Buffer,168,1670,63.7
Tap cell,77,96.3,3.67
[where the power goes]
group	total [mW]	internal, mW	switching, mW	leakage [nW]
sequential	0	0	0	0
clock	0.0000000431	0.0000000431	0	0.00000634
combinational	0.358	0.266	0.0916	1.08
[timing repair]
item / 4_1_cts / 5_1_grt
endpoints found under the hold margin: 0 / 0
resized: 0 / 14
endpoints found under the setup margin: 0 / 35
[worst paths after layout]
path / startpoint / to / slack (ns)
setup / recovery: opcode[5] / inp1[15] / 0.09
hold / removal: rt[24] / inp2[24] / 2.14
[metal layers]
layer / global-route usage, % / up-vias / wire (um) / part of all wire, %
met5: 0 / - / 0 / 0
met4: 0 / 0 / 0 / 0
met3: 7.01 / 0 / 900 / 15
met2: 16.4 / 96 / 2750 / 47
met1: 11.0 / 644 / 2180 / 37
li1: - / 805 / - / -
[layout by cell type (no fill, tap or decap), types with 3 or more instances in the layout]
cell and instances:
clkdlybuf4s50_1 152, and2_1 33, inv_1 17, o21ai_1 11, a21oi_1 10, a22o_1 10
buf_4 10, nand2b_1 6, nand3_1 6, o21ai_0 6, nand2_1 5, nand3b_1 5
nor3b_1 5, a2111o_1 5, o221a_4 3, dlymetal6s2s_1 3
[logic make-up after synthesis]
family	count (synthesis)	synth area share, %
AND/OR/NAND/NOR	66	47.6
AND-OR/OR-AND	45	37.8
buffers and inverters	30	14.6
[per-stage QoR]
| stage | setup WS [ns] | instance area, um^2 |
|---|---|---|
| final | 0.0899 | 2620 |
| after global routing | -0.00954 | 2620 |
| after CTS | 0.0285 | 2540 |
| after detailed placement | 0.0394 | 2540 |
| after global placement | 0.0303 | 2540 |
| after floorplan | 0.993 | 855 |
Power is estimated from default activity; no workload was simulated.
