<file path="flow/config.mk">
export PLATFORM = sky130hd
export DESIGN_NAME = instructionDecode
export DESIGN_NICKNAME = instructionDecode
export VERILOG_FILES = /design/flow/design.v
export SDC_FILE = /design/flow/constraint.sdc
export NUM_CORES = 4
export LEC_CHECK = 1
export CORE_AREA = 10 10 70 70
export DIE_AREA = 0 0 80 80
</file>
<file path="flow/constraint.sdc">
current_design instructionDecode

set clk_period 3.3
set clk_io_pct 0.2

create_clock -name clk0 -period $clk_period

set non_clock_inputs [all_inputs -no_clocks]
set_input_delay [expr $clk_period * $clk_io_pct] -clock clk0 $non_clock_inputs
set_output_delay [expr $clk_period * $clk_io_pct] -clock clk0 [all_outputs]
</file>
<file path="flow/design.v">
`timescale 1ns / 1ps
module instructionDecode(
    input [31:0] instr,
	 output reg [5:0]opcode,
	 output reg [4:0]rsAddr,
	 output reg [4:0]rtAddr,
	  output reg [4:0]shAmt,
	 output reg [15:0]imm,
	  output reg [25:0]jAddr,
	  output reg memWrite
    );
always @(*)
begin
	opcode=instr[31:26];        
	memWrite=0;
	if(opcode[5]==0 && opcode[4]==0)         
		begin
		rsAddr=instr[25:21];
		rtAddr=instr[20:16];
		shAmt=instr[15:11];
		imm=instr[15:0];
		jAddr=26'b0;
		end
	else if(opcode[5]==0 && opcode[4]==1)    
		begin
		rsAddr=instr[25:21];
		rtAddr=instr[20:16];
		shAmt=5'b0;
		imm=instr[15:0];
		jAddr=26'b0;
		end
	else if(opcode[5]==1 && opcode[4]==0)    
		begin
		rsAddr=instr[25:21];
		rtAddr=instr[20:16];
		shAmt=5'b0;
		imm=instr[15:0];
		jAddr=26'b0;
		memWrite=1;
		end 
	else if(opcode[5]==1 && opcode[4]==1 && opcode[3]==1 && opcode[2]==1)     
		begin
		rsAddr=instr[25:21];
		rtAddr=5'b0;
		shAmt=5'b0;
		imm=16'b0;
		jAddr=26'b0;
		end
	else                  
		begin
		rsAddr=5'b0;
		rtAddr=5'b0;
		shAmt=5'b0;
		imm=16'b0;
		jAddr=instr[25:0];
		end 
end
endmodule
</file>
<file path="flow/run.sh">
#!/bin/bash
# OpenROAD 26Q1-2900-gdf79404cd8, Yosys 0.63+post, stock flow scripts
make -C /OpenROAD-flow-scripts/flow DESIGN_CONFIG=/design/flow/config.mk WORK_HOME=/design/flow/orfs finish
</file>
==> results_slide.txt <==
Run Summary

Outcome
  • Outcome: finished clean

Route
  • Initial drt markers: 17
  • Via-per-instance ratio: 4.05
  • # diodes: 0
  • Vias: 814
  • Routed wire length: 2950 um
  • Pre-Repair DR Iteration Count: 3
  • Drc violations: 0
  • Count of nets left with antenna violations after detail routing: 0
  • Average routed wire per standard cell: ~15 um

Critical path
  • Setup crit end kind: output port
  • Required time of the worst setup path: 2.64 ns
  • Cell-by-cell trace of the critical path: clkdlybuf4s50_1, and2_4, o21a_1, clkdlybuf4s50_1
  • Arrival time at the worst endpoint: 2.23 ns
  • WS Path Type: input pin to output port
  • Cell repeated most along the worst path: clkdlybuf4s50_1
  • Maximum fanout along the worst path: 31
  • Slowest cell delay on critical path: 0.48 ns
  • Critical Path Start Type: input pin
  • Slowest cell on the critical path: clkdlybuf4s50_1

Pwr
  • Reported net switching power: 0.0428 mW
  • Share of power burned in the clock network: 0%
  • Cell internal power dissipation: 0.117 mW
  • VDD IR max: 47.3 uV
  • Sequential group share of total power: 0%
  • Power per standard cell area: 103 nW/um2
  • Leakage: between 0.5 and 0.6 nW
  • Net Sw Frac: 26.8%
  • Logic gate share of total power: 100.0%

Synth
  • Synth warnings: 1
  • Yosys stat chip area: 663 um2
  • Distinct lib cells used: 11
  • Cell total in the yosys stat output: 76
  • Mapped cell area: roughly 660 um2
  • Post-Synthesis Mean Instance Area: 8.73 um2
  • Seq/Total Area, Yosys: 0%
  • Instance tally after logic synthesis: about 76

Final layout
  • Number of clock-tree buffers in the layout: 0
  • Final core utilization: 45.2%
  • Register area: 0 um2
  • Share of final-layout standard cells stronger than drive strength 1: 19.4%
  • Commonest cells after routing, fill and taps aside: clkdlybuf4s50_1 (92), and2_1 (26), nor3b_2 (26), o21a_1 (5), buf_4 (2)
  • Layout-stage area growth over the synthesis result: 133%
  • Dominant logic cell type in the layout: clkdlybuf4s50_1
  • Count of flip-flops and latches: 0

Global route
  • Busiest layer in global routing: met2
  • M3 GR Usage: 4.89%
  • Pin count of the biggest net entering global routing: 33
  • Global-route met1 utilization: roughly a tenth
  • Remaining global-route overflow: 0
  • Vias in the first global route: 846
  • Initial antenna violation count: 0
  • First-pass GRT wire length: ~4400 um
  • Global-route track usage on met2: 13.3%
  • Total global-route track usage: 8.15%

Floorplan
  • Total Die Area: roughly 6400 um2
  • Floorplan core area: 3420 um2
  • Die width: 80 um
  • I/O Pins: 96
  • Site row count: 21
  • Floorplan-stage core utilization: approximately 19%
  • Die y size: 80 um

Placement
  • Dpl ws: 0.392 ns
  • Hpwl dp: 2550 um
  • Gp weighted congestion: 0.769
  • Number of buffers inserted by port buffering: between 90 and 100

Final timing
  • Slew Limit Fails: 0
  • Min cycle time layout: 2.89 ns
  • Setup-violating endpoint count in the final report: 0
  • Setup repair after global routing missed its margin: no
  • Least-Margin Pin Slew: approximately 0.46 ns
  • Setup TNS: 0 ns
  • Slack of the critical path: 0.413 ns
  • Max frequency: roughly 350 MHz
  • Final number of hold-violating endpoints: 0
  • Worst slew slack as a fraction of its limit: 69.6%
  • Fin crit share: between 80% and 90%

Run
  • Tool warnings: 32
  • Maxcap violations: 0

CTS
  • Number of gates resized after cts: 0
  • Postcts setup bufs: 0
  • Hold bufs inserted after CTS: 0

Min path
  • Worst hold path depth: 0
  • HP Class: input pin to output port
[cells by family after synthesis]
logic type	Yosys count	synth area share [%]
buffers and inverters	15	17.0
AOI/OAI and AO/OA	5	5.66
and+or+nand+nor	56	77.4
[metrics by stage]
step	hold slack (ns)	cells	total power [mW]	cell area (um2)
final	1.32	201	0.160	1540
after global routing	1.32	201	0.175	1540
after CTS	1.32	201	0.164	1540
after detailed placement	1.32	201	0.163	1540
after global placement	1.32	201	0.163	1540
after floorplan	1.33	76	0.0524	663
[synthesized netlist by cell type]
cell	number	share of area (%)
and2_4	1	1.3
and2_1	26	25
nor2b_1	1	0.94
nand2_2	1	0.94
nor3b_2	26	49
clkbuf_1	2	1.1
buf_2	3	2.3
o21a_1	5	5.7
nor2_1	1	0.57
buf_6	4	6.8
buf_4	6	6.8
[power groups by stage]
stage,registers (mW),clock network [mW],logic [mW]
after CTS,0,0,0.164
after global routing,0,0,0.175
final,0,0,0.160
[critical path, delay by kind of cell]
kind | cells | cell delay (ns)
simple gates | 1 | 0.45
buf+inv | 2 | 0.94
compound gates | 1 | 0.17
[worst paths after layout]
kind	startpoint	end
setup / recovery	instr[29]	rsAddr[4]
hold / removal	instr[26]	opcode[0]
[layout make-up]
type               instances  area (um2)
well taps                 46        57.6
multi-input cells         61         551
repair buffers            94         936
fillers                  337        1870
[layer usage]
layer  wire [um]  vias to the layer above
met5           0                        -
li1            -                      407
met4           0                        0
met2        1250                       61
met1        1150                      346
met3         542                        0
Power figures rest on the tool's default switching activity, not on a simulated workload.
