===== ./run.sh =====
#!/bin/bash
# OpenROAD 26Q1-2900-gdf79404cd8, Yosys 0.63+post, stock flow scripts
make -C /OpenROAD-flow-scripts/flow DESIGN_CONFIG=/design/flow/config.mk WORK_HOME=/design/flow/orfs finish

===== ./config.mk =====
export PLATFORM = sky130hd
export DESIGN_NAME = RegisterBank
export DESIGN_NICKNAME = RegisterBank
export VERILOG_FILES = /design/flow/design.v
export SDC_FILE = /design/flow/constraint.sdc
export NUM_CORES = 4
export LEC_CHECK = 1
export CORE_UTILIZATION = 30

===== ./constraint.sdc =====
current_design RegisterBank

set clk_period 10.2
set clk_io_pct 0.2

create_clock -name clk0 -period $clk_period [get_ports {clk}]

set non_clock_inputs [all_inputs -no_clocks]
set_input_delay [expr $clk_period * $clk_io_pct] -clock clk0 $non_clock_inputs
set_output_delay [expr $clk_period * $clk_io_pct] -clock clk0 [all_outputs]

===== ./design.v =====
`timescale 1ns / 1ps
module RegisterBank(
    input clk,
   input RegWrite,				 
   input [4:0] wrAddr,			 
   input [31:0] wrData,        
   input [4:0] rdAddrA,
	input [4:0] rdAddrB,		 
	input mulflag,
	input [63:0]mulout,
   output reg [31:0] rdDataA,
   output reg [31:0] rdDataB,
	output reg [31:0] s0,
	output reg [31:0] s1,
	output reg [31:0] s2,
	output reg [31:0] t0,
	output reg [31:0] t2,
	output reg [31:0] t3,
	output reg [31:0] t4,
	output reg [31:0] reg19,
	output reg [31:0] reg20
  );
	reg [31:0] r[31:0]; 
	initial					 
			begin
			r[0]=32'b0;	r[8]=32'b0;	r[16]=32'b0;	r[24]=32'b0;	
			r[1]=32'b0; r[9]=32'b0;	r[17]=32'b0;	r[25]=32'b0;	
			r[2]=32'b0; r[10]=32'b0;	r[18]=32'b0;	r[26]=32'b0;	
			r[3]=32'b0; r[11]=32'b0;	r[19]=32'b0;	r[27]=32'b0;	
			r[4]=32'b0; r[12]=32'b0;	r[20]=32'b0;	r[28]=32'b0;	
			r[5]=32'b0; r[13]=32'b0;	r[21]=32'b0;	r[29]=32'b0;	
			r[6]=32'b0; r[14]=32'b0;	r[22]=32'b0;	r[30]=32'b0;	
			r[7]=32'b0; r[15]=32'b0;	r[23]=32'b0;	r[31]=32'b0;	
			end
   always @(*) 
		begin
				rdDataB=r[rdAddrB];           
				rdDataA=r[rdAddrA];           
				t0=r[7];
				s0=r[21];
				s1=r[22]; 
				s2=r[23];
				t2=r[9];
				t3=r[10];
				t4=r[11];
				reg19=r[19];
				reg20=r[20];
		end
   always @(posedge clk)             
	begin
      if(RegWrite) 
				r[wrAddr]<=wrData;
		if(mulflag)
		begin
			r[19]<=mulout[63:32];
			r[20]<=mulout[31:0];
		end
	end
endmodule

==> notes.md <==
run metrics: status=completed, Yosys cell types=24, final worst path period need=7.93 ns, simple share=approximately 6.0%, Cell Area, Synth=49500 um2, Critical Path Max Stage Delay=0.72 ns, final setup TNS=0 ns, Reg with most FFs=r, CTS Buf Count=110, layout cells sized above 1=8.00%, post-CTS sizing=0, num ports=466, clk sink count=between 1k and 1.5k, Yosys Instances=around 3.6k, CTS tree=yes, Worst EP arrival=5.89 ns, Final period util=77.8%, First DRT Iteration DRCs=2189, Ys Warns=1, max FFs per register=slightly above 1k, crit path max fanout=35, Final setup violation count=0, Core Rows=148, buffers added on ports=about 470, hold-fix buffers at CTS=0, number of nets with antenna violations after routing=0, pre-CTS worst setup slack=between 2 and 2.5 ns, CORE AREA=approximately 160000 um2, HP Class=in2reg, Final Non-Filler Cells=6253, Slew Limit Fails=0, total iterations of the first detailed-routing run=6, DP Wirelength=118000 um, Final Hold Violation Tally=0, setup ws final=2.27 ns, via count=33.1k, post-synth top area cell=edfxtp_1, WL per Instance=about 29 um, crit path cell chain=clkdlybuf4s50_1, nor2b_4, buf_4, buf_4, a22o_1, nor3_1, a31oi_1, nand3_1, clkdlybuf4s50_1, routability cong.=0.910, chip height=408 um, P_leak=22.0 nW, WL final=between 150000 and 200000 um, initial antenna violation count=8, placed cell count=6049, Top Registers=r (1024), CTS root buffer=clkbuf_16, unrepaired setup endpoints after global routing=no, DIE AREA=167000 um2, Avg Inst Size Synth=13.9 um2, IR drop worst, VDD=0.130 mV, fa+ha+maj area frac=0%, Setup Crit Path Kind=in2out, Final Cell Area=60100 um2, Syn-to-layout area delta=21.3%, vias per cell=around 5.3, crit start category=input port, Area after DPL=56600 um2, clk slew on worst S/H paths=about 0.06 ns, cell count after synthesis=about 3.6k, Longest Clk Path Bufs=3, power density cells=162 nW/um2, H-Tree Depth=3, largest net degree at the start of global routing=99, fmax=126 MHz, Worst-Margin Slew=0.878 ns, Critical Path RT=8.16 ns, GRT overflow=0, first-pass GRT wire length=250000 um, Area leader share=62.1%, top cells by area, synth=edfxtp_1 (62%), mux2i_1 (21%), a22oi_1 (2.9%), Max stage delay cell, worst path=clkdlybuf4s50_1, slew margin rel.=41.2%, Min Hold Slack=roughly 1.9 ns, XOR Share, Synth=0%, vias in the first global route=around 33k, yosys synthesis chip area=approximately 50000 um2, DR DRC count=0, Seq/Total Area, Yosys=62.1%, Pre-Place Util=30.3%, synthesis-stage register bit count=about 1.0k, Die W=approximately 410 um, Max Cap Viol=0, postcts setup bufs=0, area fraction in mux cells=20.7%, tool warnings=26, CP Capture Type=output port, area fraction in compound gates=7.95%, Dominant combinational family=multiplexers, total track usage=22.2%
-- logic make-up (layout without fill, tap and decap cells) --
kind of cell	Yosys count	in the layout
compound gates	578	578
buf+inv	264	781
flops	1024	1024
mux	1024	1024
other cells	0	4
simple gates	667	667
-- synth_stat cells --
cell type / number
a21oi_1: 192
a22o_1: 128
a22oi_1: 192
a31oi_1: 64
and2_1: 2
buf_1: 13
buf_2: 81
buf_4: 45
buf_6: 45
clkbuf_1: 76
clkbuf_4: 4
edfxtp_1: 1024
mux2i_1: 1024
nand2_1: 323
nand2b_1: 36
nand3_1: 194
nand3b_1: 5
nor2_1: 33
nor2b_1: 4
nor3_1: 64
o21bai_1: 2
or2_2: 2
or3_1: 1
or3b_2: 3
-- metal layers --
metal	vias up	global-route usage, %	part of all wire [%]
li1	14800	-	-
met1	16400	28.9	38
met2	1674	31.2	43
met3	193	16.1	17
met4	16	3.33	1.8
met5	-	0.287	0.077
-- final timing paths --
path	start	end	slack, ns	cells after the start
min	mulflag	r[19][6]$_DFFE_PP_	1.90	3
max	rdAddrB[0]	rdDataB[27]	2.27	9
-- critical path: cells and delay by family --
| kind | cells | cell delay, ns |
|---|---|---|
| AOI/OAI and AO/OA | 2 | 0.81 |
| buffers and inverters | 4 | 2.19 |
| and+or+nand+nor | 3 | 0.77 |
-- where the power goes --
| part | internal (W) | switching (W) | total (W) |
|---|---|---|---|
| Sequential | 0.00471 | 0.0000664 | 0.00478 |
| Combinational | 0.000416 | 0.000621 | 0.00104 |
| Clock | 0.00222 | 0.00170 | 0.00392 |
| Total | 0.00735 | 0.00239 | 0.00973 |
-- cells in the final DEF (no fill, tap or decap), drive strengths merged --
cell	Yosys	final
nor2	33	33
or2	2	2
clkbuf	80	134
or3	1	1
clkdlybuf4s50	0	462
nand3	194	194
nor3	64	64
clkinv	0	51
inv	0	3
and2	2	2
nand2b	36	36
bufinv	0	8
edfxtp	1024	1024
o21bai	2	2
nand3b	5	5
a22oi	192	192
diode	0	4
clkinvlp	0	4
a22o	128	128
nor2b	4	4
a31oi	64	64
or3b	3	3
a21oi	192	192
buf	184	119
nand2	323	323
mux2i	1024	1024
-- final cells by class --
class | instances | area (um2)
Antenna cell | 4 | 10.0
Clock buffer | 134 | 2910
Clock inverter | 66 | 562
Fill cell | 15400 | 103000
Multi-Input combinational cell | 2269 | 17500
Sequential cell | 1024 | 30700
Tap cell | 2175 | 2720
Timing Repair Buffer | 581 | 5660
-- through the flow --
| step | power (W) | util, % |
|---|---|---|
| detailed placement | 0.00590 | 34.7 |
| CTS | 0.00980 | 36.8 |
| global route | 0.0100 | 36.8 |
| global placement | 0.00589 | 34.7 |
| finish | 0.00973 | 36.8 |
| floorplan | 0.00535 | - |
Power is estimated from default activity; no workload was simulated.
